==> design/flow/design.v <==
module mem_stage (
    input clk,
    input mem_read,
    input mem_write,
    input [31:0] address,
    input [31:0] write_data,
    output reg [31:0] read_data
);
reg [31:0] memory [255:0];
always @(posedge clk) begin
    if (mem_write)
        memory[address] <= write_data;
end
always @(*) begin
    if (mem_read)
        read_data = memory[address];
    else
        read_data = 32'b0;
end
endmodule
==> design/flow/run.sh <==
#!/bin/bash
# OpenROAD 26Q1-2900-gdf79404cd8, Yosys 0.63+post, stock flow scripts
make -C /OpenROAD-flow-scripts/flow DESIGN_CONFIG=/design/flow/config.mk WORK_HOME=/design/flow/orfs finish
==> design/flow/config.mk <==
export PLATFORM = sky130hd
export DESIGN_NAME = mem_stage
export DESIGN_NICKNAME = mem_stage
export VERILOG_FILES = /design/flow/design.v
export SDC_FILE = /design/flow/constraint.sdc
export NUM_CORES = 4
export LEC_CHECK = 1
export CORE_UTILIZATION = 40
export SYNTH_MEMORY_MAX_BITS = 65536
==> design/flow/constraint.sdc <==
current_design mem_stage

set clk_period 33.5
set clk_io_pct 0.2

create_clock -name clk0 -period $clk_period [get_ports {clk}]

set non_clock_inputs [all_inputs -no_clocks]
set_input_delay [expr $clk_period * $clk_io_pct] -clock clk0 $non_clock_inputs
set_output_delay [expr $clk_period * $clk_io_pct] -clock clk0 [all_outputs]
==> summary.txt <==
fresh numbers from the pnr run: Site Rows=325, Max Cap Violations=0, initial antenna violation count=about 52, PnR worst setup slack=12.16 ns, Peak supply drop=0.0595 mV, hold_sp=write_data[6], tool warnings=56, port bufs=74, Setup Buffers After CTS=0, GR Overflow Total=0, CTS Buf Count=789, Largest Register=memory, Synth Seq Share=0.783, crit path DRT=26.80 ns, final setup fails=0, die area=roughly 0.79 mm^2, period utilisation layout=0.637, number of global-route vias before repair=168k, die height=~900 um, Starting Density=0.401, status=complete, no violations, Resize count post-CTS=0, clock transition at the registers of the reported paths=0.06 ns, post-DR wirelength/cell=between 30 and 40 um, Leak Pwr=0.112 uW, layout cell share with drive strength beyond 1=0.226, EDFF count, synth=8,192, io pins=between 90 and 100, Synth Cell Area=0.314 mm^2, CTS max path bufs=4, Vias=~160k, pin count of the biggest net entering global routing=roughly 120, DP HPWL=~520 mm, Worst Hold Class=in2reg, global-route wire length before repair=1250 mm, synthesis area per yosys=0.314 mm^2, critical path fanouts, max=75, Final Hold Fails=0, CTS tree=done, prevailing post-synth register cell=edfxtp_1, worst hold path depth=1, worst min-delay path endpoint=memory[215][6]$_DFFE_PP_, overall routing resource usage=0.249, Worst-Margin Slew=around 1.2 ns, clock sinks=8,192, Initial DRC Count=11.0k, Post-synth ARST share=0, post-DR vias/cell=about 5.7, WL final=896 mm, Placer Congestion=0.904, PD cells=58.4 mW/mm^2, Die Width=888 um, total core area=0.783 mm^2, syn avg cell area=20.5 um^2, Syn. warnings=1, synthesized flop and latch total=8,192, Final Max Tran Viols=0, synthesis-to-layout area growth=13.8%, post-synthesis cell count=between 15k and 20k, synth unique cells=56, Root Buffer=clkbuf_16, CP arrival=between 10 and 15 ns, final setup TNS=0 ns, minimum clock period=21.34 ns, RSZ-0062 raised after global routing=no, Slew Limit Headroom=0.221, Critical Path Source Type=primary input, kind of critical path=in2out, Pre-antenna DRT Iters=5, Detail Route Antenna Nets=0, drt drc=0, Worst setup EP type=primary output, Largest regs=memory x8192, number of hold buffers added after CTS=0, ys cells=15.3k, DP Worst Slack=12.18 ns, # H-tree levels=6, max reg flops=8,192, fmax=between 40 and 50 MHz
-- cells by family (layout without fill, tap and decap cells) --
logic type      count (synthesis)  after routing  synth area share
other cells                     0             40                 0
flops                        8192           8192             0.783
buf+inv                       927           2366            0.0151
simple gates                 1387           1387            0.0222
mux                          2920           2920             0.140
compound gates               1877           1877            0.0393
-- worst max path at each step --
stage          start       endpoint  slack (ns)  cells past startpoint
6_report  address[1]  read_data[25]       12.16                     16
5_1_grt   address[1]  read_data[25]       11.85                     16
4_1_cts   address[1]  read_data[25]       12.17                     16
-- layout by cell type (no fill, tap or decap), drive strengths merged, types with 22 or more instances in the layout --
| cell type | netlist | routed |
|---|---|---|
| a2111oi | 186 | 186 |
| nor2 | 480 | 480 |
| nor2b | 192 | 192 |
| a21oi | 383 | 383 |
| o32ai | 30 | 30 |
| nand2 | 167 | 167 |
| clkinv | 0 | 355 |
| mux2 | 348 | 348 |
| clkdlybuf4s50 | 0 | 33 |
| nand3 | 181 | 181 |
| o221ai | 62 | 62 |
| nor4 | 95 | 95 |
| inv | 3 | 22 |
| or4 | 31 | 31 |
| a211oi | 181 | 181 |
| edfxtp | 8192 | 8192 |
| buf | 545 | 910 |
| mux4 | 1154 | 1154 |
| clkbuf | 379 | 984 |
| a221oi | 126 | 126 |
| a22oi | 70 | 70 |
| bufinv | 0 | 46 |
| diode | 0 | 40 |
| nor3 | 38 | 38 |
| mux2i | 1418 | 1418 |
| and3 | 34 | 34 |
| o211ai | 31 | 31 |
| a22o | 32 | 32 |
| nand4 | 135 | 135 |
| o22ai | 416 | 416 |
| o21ai | 354 | 354 |
-- through the flow --
step | hold slack [ns] | instance area (um^2) | total power [uW] | instances | util
after global routing | 5.85 | 357000 | 21400 | 27200 | 0.456
after detailed placement | 7.10 | 333000 | 12500 | 25800 | 0.425
after floorplan | 6.80 | 314000 | 12000 | 15300 | -
final | 5.89 | 357000 | 20900 | 27200 | 0.457
after CTS | 5.81 | 357000 | 21000 | 27200 | 0.456
after global placement | 7.09 | 333000 | 12500 | 25800 | 0.425
-- cell type report --
class | count | area (um^2)
Timing Repair Buffer | 944 | 7740
Fill cell | 64100 | 425000
Clock inverter | 436 | 4070
Antenna cell | 40 | 100
Multi-Input combinational cell | 6184 | 65800
Sequential cell | 8192 | 246000
Tap cell | 10500 | 13100
Inverter | 3 | 18.8
Clock buffer | 983 | 20600
-- synthesized netlist by cell type, drive strengths merged (2+ instances only) --
cell / n / area [um^2]
o211ai: 31 / 233
clkbuf: 379 / 1430
a22oi: 70 / 526
and4: 2 / 17.5
o22a: 2 / 17.5
nor2: 480 / 1800
nand3: 181 / 906
buf: 545 / 3320
and2b: 2 / 15.0
o22ai: 416 / 2600
and3: 34 / 213
and2: 8 / 50.1
nand4: 135 / 845
a2111oi: 186 / 1690
nand4b: 4 / 35.0
or4b: 2 / 20.0
mux2i: 1418 / 14200
inv: 3 / 11.3
nand4bb: 5 / 56.3
or4: 31 / 233
edfxtp: 8192 / 246000
mux2: 348 / 3920
nor3: 38 / 195
nor4: 95 / 676
a22o: 32 / 280
mux4: 1154 / 26000
o32ai: 30 / 263
nand2: 167 / 627
nand2b: 4 / 25.0
o221ai: 62 / 543
or2: 3 / 18.8
a211oi: 181 / 1360
a21oi: 383 / 1920
nor2b: 192 / 1200
o21ai: 354 / 1770
a221oi: 126 / 1100
-- power by group --
part | switching [uW] | internal [uW] | total (uW)
clock network | 3830 | 4720 | 8540
registers | 4.33 | 11300 | 11300
logic | 717 | 310 | 1030
total | 4550 | 16300 | 20900
-- worst max-delay path, cell delays in order --
cell             delay (ns)
buf_16                 0.28
buf_4                  0.71
buf_4                  0.66
buf_4                  0.61
buf_4                  0.55
buf_4                  0.54
buf_4                  0.65
buf_4                  0.61
mux2i_1                0.26
o22ai_1                0.10
nor4_1                 0.62
nand4_1                0.78
a21oi_1                0.36
a2111oi_1              0.09
buf_4                  0.24
clkdlybuf4s50_1        0.41
-- per-layer routing --
layer,wire length (um),up-vias,GRT usage
li1,-,65600,-
met1,271000,78400,0.277
met2,389000,10900,0.335
met3,192000,1584,0.239
met4,40600,86,0.0832
met5,3690,-,0.0305
Power and IR drop assume default switching activity.
