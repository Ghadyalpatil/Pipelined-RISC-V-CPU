$ cat flow/design.v
module alu (
    input [31:0] a,
    input [31:0] b,
    input [3:0] alu_control,
    output reg [31:0] result,
    output zero
);
always @(*) begin
    case (alu_control)
        4'b0000: result = a + b;
        4'b0001: result = a - b;
        4'b0010: result = a & b;
        4'b0011: result = a | b;
        default: result = 32'b0;
    endcase
end
assign zero = (result == 0);
endmodule
module ex_stage (
    input [31:0] operand1,
    input [31:0] operand2,
    input [3:0] alu_control,
    output [31:0] alu_result,
    output zero
);
alu alu_inst (
    .a(operand1),
    .b(operand2),
    .alu_control(alu_control),
    .result(alu_result),
    .zero(zero)
);
endmodule
$ cat flow/run.sh
#!/bin/bash
# OpenROAD 26Q1-2900-gdf79404cd8, Yosys 0.63+post, stock flow scripts
make -C /OpenROAD-flow-scripts/flow DESIGN_CONFIG=/design/flow/config.mk WORK_HOME=/design/flow/orfs finish
$ cat flow/config.mk
export PLATFORM = sky130hd
export DESIGN_NAME = ex_stage
export DESIGN_NICKNAME = ex_stage
export VERILOG_FILES = /design/flow/design.v
export SDC_FILE = /design/flow/constraint.sdc
export NUM_CORES = 4
export LEC_CHECK = 1
export CORE_UTILIZATION = 50
$ cat flow/constraint.sdc
current_design ex_stage

set clk_period 17.8
set clk_io_pct 0.2

create_clock -name clk0 -period $clk_period

set non_clock_inputs [all_inputs -no_clocks]
set_input_delay [expr $clk_period * $clk_io_pct] -clock clk0 $non_clock_inputs
set_output_delay [expr $clk_period * $clk_io_pct] -clock clk0 [all_outputs]
==> out/metrics.yaml <==
critical_path:
  critPathMaxStageDelay_ns: 0.70
  cp-start-kind: "input pin"
  worstSetupPathType: "in2out"
  worst_path_max_delay_cell: "a211oi_2"
  critPathTopFamily: "simple AND/OR/NAND/NOR gates"
  crit_path_cell_trace: "clkdlybuf4s50_1 -> or2_2 -> nor2_1 -> buf_4 -> nand2_1 -> o21ai_0 -> inv_1 -> ha_1 -> nor2b_1 -> o211ai_4 -> a211oi_2 -> o211ai_4 -> a21bo_1 -> a32o_2 -> or4b_1 -> nor4_1 -> nand4bb_1 -> nor3b_2 -> clkdlybuf4s50_1"
  path_max_fanout: 16
  worst-endpoint-arrival_ns: 9.86
  cp-end-kind: "output pin"
  worstPathRequired_ns: 14.24
  worstPathBufferInverterCount: 4
grt:
  met2_usage_pct: 53.6
  grt_use_met1_pct: 48.3
  grt_use_total_pct: 33.1
  grt_pass1_vias: 4035
  met3_usage_pct: 3.31
  grt_overflow: 0
  busiest_layer: "met2"
  grt_pass1_wl_um: 20000
  antenna_found_initial: 0
  grt_max_degree: 39
finish:
  area_growth_pct: 26.6
  regArea_um2: 0
  clock_buffers: 0
  final_cell_mix: "clkdlybuf4s50_1, nand2_1, a21oi_1, nor2_1, o21ai_0"
  layout-drive-gt1-share_pct: 4.29
  fin_area_um2: 4720
  ff_count: 0
  lay_top_count: "clkdlybuf4s50_1"
synth:
  syn_area_um2: 3730
  ys_chip_area_um2: 3730
  synth_cell_type_count: 79
  synthCells: 555
  top_area_cell: "ha_1"
  synth-warning-count: 1
  synthTopCellsByArea: "ha_1, a21oi_1, nand2_1"
  synth_seq_share_pct: 0
  synth_top_area_share_pct: 11.4
  yosysCellCount: 555
  synth_area_per_cell_um2: 6.72
sta:
  hold_violations: 0
  max_slew.worst_pin.slew_ns: 0.782
  fin_ws_ns: 4.38
  finalSetupTns_ns: 0
  final_max_slew_viol_count: 0
  rsz0062_at_grt: "false"
  finalCriticalPeriod_ns: 13.42
  setup_viol: 0
  finalCritPeriodShare_pct: 75.4
  max-slew-margin-rel_pct: 47.8
  clock.fmax_mhz: 74.5
place:
  dp_slack_ns: 4.51
  place_area_um2: 4720
  io_buffers: 101
  gp_congestion: 0.961
  dpl.hpwl_um: 10000
pwr:
  ir_worst_vdd_mv: 0.0195
  p_leak_nw: 1.76
  design_power_total_w: 0.000160
  powerDensity_nw_per_um2: 33.9
status:
  run_status: "completed"
clocking:
  hold_buffers: 0
  cts-resized-gates: 0
  cts_setup_buffers: 0
floorplanning:
  die_w_um: 88.4
  fp-row-count: 31
  pin_count: 101
  die_height_um: 88.4
  floorplan.core_util_pct: 51.7
  die-area_um2: 7810
  coreArea_um2: 7210
drt:
  vias: 4521
  routed_via_density: 6.21
  drt_iter0_markers: 236
  drt-total-wl_um: 12500
  wire_per_inst_um: 17.2
  post-route-drc-count: 0
  ant_nets: 0
  n_antenna_cell: 0
  dr.pass1.iters: 7
job:
  warnings: 35
  cap_violations: 0
worst_hold_path:
  hp-class: "in2out"
where the power goes:
group          leakage [nW]  internal, W  switching, W  total (W)
clock network             0            0             0          0
logic                  1.76    0.0000736     0.0000866   0.000160
registers                 0            0             0          0
total                  1.76    0.0000736     0.0000866   0.000160
final timing paths:
path | startpoint | end | cells past startpoint | slack [ns]
min | operand1[5] | alu_result[5] | 4 | 8.17
max | alu_control[3] | zero | 19 | 4.38
stage by stage:
step           std cells  utilization, %  hold slack (ns)
2_1_floorplan        555               -             7.24
3_3_place_gp         728            65.4             8.17
3_5_place_dp         728            65.4             8.17
4_1_cts              728            65.4             8.17
5_1_grt              728            65.4             8.21
6_report             728            65.4             8.17
worst min-delay path, stage by stage:
cell and delay [ns]:
clkdlybuf4s50_1 0.44, nor2_1 0.10, o32ai_1 0.11, clkdlybuf4s50_1 0.40
layer usage:
layer | wire length (µm) | share of wire [%]
met5 | 0 | 0
met4 | 308 | 2.5
met3 | 879 | 7.0
met2 | 5660 | 45
met1 | 5660 | 45
cell usage after synthesis, types with 2 or more instances:
| library cell | n |
|---|---|
| a2111oi_0 | 3 |
| a211o_1 | 3 |
| a211oi_1 | 9 |
| a21boi_0 | 3 |
| a21o_1 | 12 |
| a21oi_1 | 50 |
| a21oi_2 | 2 |
| a221oi_1 | 5 |
| a22oi_1 | 3 |
| a311oi_1 | 2 |
| a31oi_1 | 8 |
| a41oi_1 | 2 |
| and2_1 | 6 |
| and4_1 | 4 |
| buf_2 | 7 |
| clkbuf_1 | 18 |
| clkbuf_8 | 4 |
| ha_1 | 34 |
| inv_1 | 13 |
| maj3_1 | 23 |
| mux2i_1 | 2 |
| nand2_1 | 63 |
| nand2b_1 | 4 |
| nand3_1 | 9 |
| nand3b_1 | 5 |
| nand4_1 | 9 |
| nor2_1 | 49 |
| nor3_1 | 19 |
| nor3b_1 | 2 |
| nor4_1 | 11 |
| o211ai_1 | 7 |
| o211ai_4 | 2 |
| o21a_1 | 7 |
| o21ai_0 | 42 |
| o21bai_1 | 3 |
| o22ai_1 | 5 |
| o311ai_0 | 3 |
| o31ai_1 | 7 |
| o32a_1 | 2 |
| or2_2 | 3 |
| or3_1 | 5 |
| xnor2_1 | 26 |
| xor2_1 | 23 |
logic make-up (layout without fill, tap and decap cells):
family,after synthesis,in the layout,share of synthesized area (%)
adder cells (fa/ha/maj),58,58,18.1
AND-OR/OR-AND,197,197,35.9
multiplexers,2,2,0.537
AND/OR/NAND/NOR,203,203,27.7
buffers and inverters,46,120,6.24
XOR/XNOR,49,49,11.5
layout make-up:
| class | count | area, µm² |
|---|---|---|
| Multi-Input combinational cell | 509 | 3500 |
| Fill cell | 646 | 2490 |
| Timing Repair Buffer | 106 | 1050 |
| Tap cell | 99 | 124 |
| Inverter | 14 | 52.6 |
Power figures rest on the tool's default switching activity, not on a simulated workload.
